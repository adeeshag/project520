### flow/design.v
module getYMatAddress(readEnable,  
                  gYMA_row, gYMA_readData, gYMA_row_addr1); 
input readEnable;
input [15:0] gYMA_row;
input [255:0] gYMA_readData;
output [10:0] gYMA_row_addr1;
reg [10:0] gYMA_row_addr1;
always@(*)
begin
   if(readEnable)
   begin
      casex((gYMA_row[7:0]))
      8'd0:  gYMA_row_addr1 = gYMA_readData[249:240];
      8'd1:  gYMA_row_addr1 = gYMA_readData[233:224];
      8'd2:  gYMA_row_addr1 = gYMA_readData[217:208];
      8'd3:  gYMA_row_addr1 = gYMA_readData[201:192];
      8'd4:  gYMA_row_addr1 = gYMA_readData[185:176];
      8'd5:  gYMA_row_addr1 = gYMA_readData[169:160];
      8'd6:  gYMA_row_addr1 = gYMA_readData[153:144];
      8'd7:  gYMA_row_addr1 = gYMA_readData[137:128];
      8'd8:  gYMA_row_addr1 = gYMA_readData[121:112];
      8'd9: gYMA_row_addr1 = gYMA_readData[105:96];
      8'd10: gYMA_row_addr1 = gYMA_readData[89:80];
      8'd11: gYMA_row_addr1 = gYMA_readData[73:64];
      8'd12: gYMA_row_addr1 = gYMA_readData[57:48];
      8'd13: gYMA_row_addr1 = gYMA_readData[41:32];
      8'd14: gYMA_row_addr1 = gYMA_readData[25:16];
      8'd15:  gYMA_row_addr1 = gYMA_readData[9:0];  
      default: gYMA_row_addr1 = 11'b0;
      endcase
   end
   else
      gYMA_row_addr1 = 11'd0;
end  
endmodule
module yAddrDecodr(clock, reset, 
      yAD_readRowNum,
      yAD_readRowData,
      yAD_outAddr1,yAD_outAddr2
      );
input clock,reset;
input [15:0] yAD_readRowNum;
input [255:0] yAD_readRowData;
output [10:0] yAD_outAddr1,yAD_outAddr2;
reg [10:0] yAD_outAddr1,yAD_outAddr2;
wire [10:0] wire_outAddr1; 
wire wire_readEn;
always@(posedge clock)
begin
   if(reset)  
   begin
      yAD_outAddr1 = 11'h7FF; 
      yAD_outAddr2 = 11'h7FF;
   end
   else
   begin
      casex({(&yAD_outAddr1),(&yAD_outAddr2)})
      2'd3: begin
               yAD_outAddr1 <= (yAD_readRowNum>>4);
               yAD_outAddr2 <= 11'h7FF;
            end
      2'd2: begin
               yAD_outAddr1 <= 11'bz;
               yAD_outAddr2 <= 11'bz;
            end
      2'd0: begin
               yAD_outAddr1 <= yAD_outAddr1;
               yAD_outAddr2 <= yAD_outAddr2;
            end
      2'd1: begin
               yAD_outAddr1 <= wire_outAddr1;
               yAD_outAddr2 <= wire_outAddr1 + 1;  
            end
      default: begin
                  yAD_outAddr1 <= 11'bz;  
                  yAD_outAddr2 <= 11'bz;
               end
      endcase
   end  
end
assign wire_readEn = (~(&yAD_outAddr1))&(&yAD_outAddr2);
getYMatAddress gY2 (.gYMA_row(yAD_readRowNum), .gYMA_readData(yAD_readRowData),
                        .gYMA_row_addr1(wire_outAddr1) , .readEnable(wire_readEn));
endmodule
### flow/run.sh
#!/bin/bash
# OpenROAD 26Q1-2900-gdf79404cd8, Yosys 0.63+post, stock flow scripts
make -C /OpenROAD-flow-scripts/flow DESIGN_CONFIG=/design/flow/config.mk WORK_HOME=/design/flow/orfs finish
### flow/config.mk
export PLATFORM = sky130hd
export DESIGN_NAME = yAddrDecodr
export DESIGN_NICKNAME = yAddrDecodr
export VERILOG_FILES = /design/flow/design.v
export SDC_FILE = /design/flow/constraint.sdc
export NUM_CORES = 4
export LEC_CHECK = 1
export CORE_AREA = 10 10 121 121
export DIE_AREA = 0 0 131 131
### flow/constraint.sdc
current_design yAddrDecodr

set clk_period 5.2
set clk_io_pct 0.2

create_clock -name clk0 -period $clk_period [get_ports {clock}]

set non_clock_inputs [all_inputs -no_clocks]
set_input_delay [expr $clk_period * $clk_io_pct] -clock clk0 $non_clock_inputs
set_output_delay [expr $clk_period * $clk_io_pct] -clock clk0 [all_outputs]
==> results.sh <==
# physical design summary
export IMPL_wl_per_cell_um=20.61
export IMPL_io_pins=296
export IMPL_cts_sinks=22
export IMPL_clock_latency_ns=0.25
export IMPL_ctsHtreeMaxLevel=1
export IMPL_relSlewSlack_pct=52.63
export IMPL_yosysChipArea_um2=2778
export IMPL_fin_tns_setup_ns=0
export IMPL_vias_per_cell=5.124
export IMPL_critical_path_class="input port to register"
export IMPL_yosysUniqueCellTypes=66
export IMPL_core_area_um2=12060
export IMPL_grt_antenna_before_repair=1
export IMPL_busiest_layer="met2"
export IMPL_gp_congestion=0.8615
export IMPL_netlist_area_leader_share_pct=15.86
export IMPL_setup_worst_path_start_class="input port"
export IMPL_num_vias=3607
export IMPL_hp_class="register to register"
export IMPL_placed_cells=700
export IMPL_die_area_um2=17160
export IMPL_fp_util_pct=23.03
export IMPL_ir_worst_vdd_mv=0.1549
export IMPL_use_met3_pct=5.721
export IMPL_warnings=122
export IMPL_cts_buffers=3
export IMPL_min_period_ns=4.225
export IMPL_ys_dominant_reg_cell="dfxtp_1"
export IMPL_grt_pass1_wl_um=21640
export IMPL_syn_area_um2=2778
export IMPL_numPortBuffers=198
export IMPL_clk_pin_slew_ns=0.05
export IMPL_route_detailed_drc=0
export IMPL_die_y_um=131
export IMPL_synth_stat_cells=350
export IMPL_final_hold_violation_count=0
export IMPL_drtIter0Drc=334
export IMPL_cts_resized=0
export IMPL_track_usage_pct=16.39
export IMPL_ys_seq_share_pct=15.86
export IMPL_cts_setup_buffers=0
export IMPL_grt_pass1_vias=3810
export IMPL_crit_arrival_ns=4.38
export IMPL_rsz0062_at_grt="no"
export IMPL_cts_root_buf="clkbuf_16"
export IMPL_async_reset_ff_share_pct=0
export IMPL_maxCapViolCount=0
export IMPL_tightest_slew_ns=0.7105
export IMPL_ys_flops=22
export IMPL_setup_viol=0
export IMPL_dpl_hpwl_um=12050
export IMPL_leakage_nw=1.772
export IMPL_period_used_pct=81.25
export IMPL_use_met1_pct=21.16
export IMPL_overflow=0
export IMPL_timing_rr_start="yAD_outAddr2[5]"
export IMPL_instances_no_fill=704
export IMPL_ys_warn_count=6
export IMPL_routed_wl_um=14510
export IMPL_syn_to_final_growth_pct=79.95
export IMPL_hold_buffers=0
export IMPL_critPathMaxFanout=14
export IMPL_topCellsByArea="dfxtp_1 16%, mux2_2 7.7%, mux2i_1 5.4%, nand2_1 4.5%, o21ai_0 4.0%"
export IMPL_final_max_slew_viol_count=0
export IMPL_p_per_area_nw_per_um2=197.2
export IMPL_fin_ws_ns=0.9749
export IMPL_end_kind="register"
export IMPL_edf_count=0
export IMPL_top_area_cell="dfxtp_1"
export IMPL_fmax_mhz=236.7
export IMPL_cp_startpoint="yAD_readRowNum[1]"
export IMPL_outcome="finished, final reports clean"
export IMPL_cts_buffer_depth=2
export IMPL_netlist_instances=350
export IMPL_grt_use_met2_pct=27.17
export IMPL_worst_ep_required_time_ns=5.36
export IMPL_dp_worst_setup_slack_ns=0.7514
export IMPL_dieWidth_um=131
export IMPL_cts_tree="built"
export IMPL_firstDrtPassIters=5
export IMPL_hp_start="yAD_outAddr2[2]"
export IMPL_final_fill_count=1190
export IMPL_antenna_left=0
export IMPL_grt_max_degree=37
export IMPL_drive_gt1_share_pct=11.59
export IMPL_syn_avg_cell_area_um2=7.936
export IMPL_rows=40
export IMPL_clock_skew_ns=0.002955
==> Yosys cell counts (all sizes together), types with 10 or more instances <==
cell type,count
nand2,34
o21ai,23
dfxtp,22
nand3,20
buf,19
mux2,19
mux2i,15
a21oi,13
nand4,13
a221oi,12
clkbuf,12
nor2,11
a22oi,10
==> cells in the final DEF (no fill, tap or decap), types with 6 or more instances in the layout <==
master and instances:
a21oi_1 13, a31oi_1 8, buf_4 15, mux2i_1 15, o211ai_1 7, o21ai_0 22
a22o_1 6, nand2_1 33, inv_1 6, a32oi_1 8, a221oi_1 11, nand3b_1 7
nand4_1 13, nor2b_1 7, clkdlybuf4s50_1 196, a22oi_1 10, and3_1 6, mux2_2 19
nor2_1 11, nand3_1 20, dfxtp_1 22
==> logic make-up (layout without fill, tap and decap cells) <==
kind of cell,after synthesis,after routing,synth area share (%)
compound gates,111,111,30.23
xor+xnor,5,5,1.577
fa+ha+maj,1,1,0.4504
buf+inv,37,222,6.261
flops,22,22,15.86
mux,37,37,15.54
other cells,0,1,0
simple gates,137,137,30.09
==> critical path, cell delays in order <==
cell	delay, ns
clkdlybuf4s50_1	0.80
nor2b_1	0.46
and2_1	0.21
buf_4	0.22
a31oi_1	0.13
a211o_1	0.37
inv_1	0.07
ha_1	0.18
nand2_1	0.06
nand4b_1	0.22
nor4b_4	0.28
nor4_1	0.08
a311oi_1	0.26
==> state kept, by name (all words and copies together) (netlist names) <==
register      count
yAD_outAddr2     11
yAD_outAddr1     11
==> final cells by class <==
| type | count | area, µm² | share of cell area, % |
|---|---|---|---|
| antenna | 1 | 2.502 | 0.05006 |
| sequential | 22 | 440.4 | 8.811 |
| tap | 168 | 210.2 | 4.205 |
| multi-input combinational | 291 | 2163 | 43.28 |
| inverter | 6 | 22.52 | 0.4506 |
| timing repair buffer | 213 | 2085 | 41.70 |
| clock buffer | 3 | 75.07 | 1.502 |
==> path summary, 6_finish.rpt <==
kind / to / slack [ns] / cells after the start
max reg2reg: yAD_outAddr2[8] / 2.18 / 11
max: yAD_outAddr2[8] / 0.97 / 13
min reg2reg: yAD_outAddr2[2] / 0.49 / 2
min: yAD_outAddr2[2] / 0.49 / 2
==> per-stage QoR <==
step | instance area, µm² | util [%] | power, mW | hold WS [ns]
2_1_floorplan | 2778 | - | 0.5064 | 0.4302
3_3_place_gp | 4921 | 40.80 | 0.8283 | 0.4732
3_5_place_dp | 4921 | 40.80 | 0.8333 | 0.4871
4_1_cts | 4996 | 41.42 | 0.9937 | 0.4981
5_1_grt | 4996 | 41.42 | 1.051 | 0.5179
6_report | 4999 | 41.44 | 0.9856 | 0.4932
==> power breakdown <==
part	internal, mW	switching [mW]
logic	0.336	0.226
registers	0.223	0.0424
clock network	0.101	0.0564
==> per-layer routing <==
layer	vias to the layer above	part of all wire, %
li1	1752	-
met1	1667	42
met5	-	0
met2	179	46
met4	0	0.52
met3	9	12
Power is estimated from default activity; no workload was simulated.
